==> /design/flow/design.v <==
module bancoRegistradores(rst, clk, wrEn, addR1, addR2, addWr, dadoR1, dadoR2, dadoWr);
input clk, rst, wrEn;
input [2:0] addR1, addR2, addWr;
input [7:0] dadoWr;
output reg [7:0] dadoR1; 
output reg [7:0] dadoR2;
reg [7:0] dados [0:7];
	always @(negedge rst or posedge clk) begin
		if(rst == 0) begin
			dados[3'b000] <= 8'hf0;
			dados[3'b001] <= 8'hf1;
			dados[3'b010] <= 8'hf2;
			dados[3'b011] <= 8'hf3;
			dados[3'b100] <= 8'hf4;
			dados[3'b101] <= 8'hf5;
			dados[3'b110] <= 8'hf6;
			dados[3'b111] <= 8'hf7;
		end 
		else begin
			if(wrEn == 1) begin
				dados[addWr] <= dadoWr;
			end
			dadoR1 <= dados[addR1];
			dadoR2 <= dados[addR2];
		end
	end
endmodule 
==> /design/flow/run.sh <==
#!/bin/bash
# OpenROAD 26Q1-2900-gdf79404cd8, Yosys 0.63+post, stock flow scripts
make -C /OpenROAD-flow-scripts/flow DESIGN_CONFIG=/design/flow/config.mk WORK_HOME=/design/flow/orfs finish
==> /design/flow/config.mk <==
export PLATFORM = sky130hd
export DESIGN_NAME = bancoRegistradores
export DESIGN_NICKNAME = bancoRegistradores
export VERILOG_FILES = /design/flow/design.v
export SDC_FILE = /design/flow/constraint.sdc
export NUM_CORES = 4
export LEC_CHECK = 1
export CORE_UTILIZATION = 40
==> /design/flow/constraint.sdc <==
current_design bancoRegistradores

set clk_period 1.6
set clk_io_pct 0.2

create_clock -name clk0 -period $clk_period [get_ports {clk}]

set non_clock_inputs [all_inputs -no_clocks]
set_input_delay [expr $clk_period * $clk_io_pct] -clock clk0 $non_clock_inputs
set_output_delay [expr $clk_period * $clk_io_pct] -clock clk0 [all_outputs]
==> flow report <==
==========================================================================================
Maximum clock skew at final layout                                              0.01413 ns
Most common cell in the synthesized netlist                                         mux2_2
Maximum number of pins on one net before global-route repair                            53
Clock period minus worst slack                                                    1.573 ns
GR Util met1                                                                        0.3645
Final tally of setup violations                                                          0
Met2 GRT Util                                                                       0.3195
Total cells reported by yosys after synthesis                                          315
Layer with the highest usage after global routing                                     met1
Post-synthesis chip area from yosys                                             4088 sq um
Routability congestion estimate                                                      1.012
Arrival time at the worst endpoint                                                 1.69 ns
Fraction of synthesized cell area in xor and xnor cells                                  0
Pwr Density                                                                   1093 nW/um^2
Root Buffer Master                                                                clkbuf_8
Core area                                                                       9819 sq um
Status                                                                        finished, final reports clean
Horizontal extent of the die                                                  103.1 microns
Number of antenna violations at the first check in global routing                        0
Share of layout cells above drive strength 1                                        0.4794
Final ANT Viol Nets                                                                      0
Data required time of the critical path                                            1.71 ns
Congestion Overflow GR                                                                   0
Placed instance count                                                                  525
Number of different library cells in the post-synthesis netlist                         38
Leak Pwr                                                                       0.002180 uW
Largest stage delay on the critical path                                           0.59 ns
Critical Path Sink Type                                                               flop
Synth async-reset ratio                                                             0.8000
DRC errors left                                                                          0
Adder and majority gate portion of the synthesized area                                  0
Wire length of the first global-routing pass                                      16.51 mm
Clock tree buffer depth                                                                  2
Type of the worst setup path                                                  input port to flop
AND-OR/OR-AND share of the synthesized area                                        0.09275
Worst Path Buf+Inv                                                                       2
Layout Area Growth over Synthesis                                                   28.47%
Tally of max-capacitance violations                                                      0
HPWL Detailed                                                                     7.574 mm
Syn. warnings                                                                            2
Routed WL                                                                         10.66 mm
Most area-hungry cell type in the Yosys netlist                                    dfstp_2
Dominant cells by area after synthesis                                        dfstp_2, mux2_2, dfrtp_1
Detailed Route Iter0 Violations                                                        162
Clock edge transition at the registers on the reported setup and hold paths        0.09 ns
IO Pins                                                                                 36
Clock tree from TritonCTS                                                             done
Basic Gates by Area                                                                0.08418
Met3 capacity usage during global routing                                          0.04066
Worst slew margin relative to its limit                                             0.7786
Number of global-route vias before repair                                            2,988
Initial DRT Pass Iterations                                                              5
Slew at the pin closest to its max-slew limit                                    0.3321 ns
Dominant combinational family                                                 multiplexers
Total number of warnings across the stage logs                                          27
Number of flip-flops and latches in the synthesized netlist                             80
Sequential fraction of the synthesis area                                           0.5228
Unrepaired setup endpoints after global routing                                        yes
Maximum clock frequency                                                          635.8 MHz
All-Layer GR Usage                                                                  0.2186
Wirelength per Cell                                                           19.52 microns
Vias                                                                                 3,055
Source-to-sink clock delay at the later pin of the worst-skew pair                 0.36 ns
Cell breakdown of the critical path                                           clkdlybuf4s50_1 > buf_4 > mux2i_1 > o22ai_1 > o22a_1
Port-buffer cells                                                                       35
Count of non-filler cells in the finished layout                                       546
Peak supply drop                                                                 0.5062 mV
Worst-path maximum fanout                                                                9
Share of synthesized area spent on multiplexers                                     0.2727
Slowest cell on crit path                                                     clkdlybuf4s50_1
Number of clock sinks                                                                   80
Gate Count Post-Synth                                                                  315
Top cells by instance count after synthesis                                   mux2_2, dfstp_2, mux2i_1
Final clock period utilization by the worst path                                    0.9830
Number of enable flip-flop cells                                                        16
Total die area                                                                10,630 sq um
Vert. Die Dim                                                                 103.1 microns
Antenna diode count                                                                      0
Post-synth top area share                                                           0.2828
Number of slew-limit violations in the final report                                      0
Starting density of the core                                                        0.4163
Final Hold Vio Count                                                                     0
Placement row count                                                                     36
Flip-flop cell with the highest count after synthesis                              dfstp_2
Inserted Clock Buffers                                                                   9
Category of the worst setup path launch point                                   input port
Max H-tree Level                                                                         3
Routed via count divided by cell count                                               5.595
Final setup TNS                                                                       0 ns
Average footprint of a synthesized cell                                        12.98 sq um
Cell family contributing the most delay on the critical path                  buffers and inverters
Synthesized area                                                                4088 sq um
Hold crit path type                                                           input port to asynchronous set/reset pin
Number of fillers in the final layout                                                  860
==========================================================================================
-- placed cells by master (no fill, tap or decap), types with 2 or more instances in the layout --
| cell type | instances |
|---|---|
| nand2_1 | 10 |
| buf_4 | 61 |
| dlygate4sd2_1 | 2 |
| nor2b_1 | 5 |
| clkdlybuf4s50_1 | 29 |
| o22ai_1 | 11 |
| edfxtp_1 | 16 |
| a221oi_1 | 3 |
| o32ai_1 | 3 |
| a21oi_1 | 7 |
| nand2b_1 | 7 |
| dfstp_2 | 44 |
| mux2_2 | 65 |
| a211oi_1 | 9 |
| mux2i_1 | 36 |
| buf_12 | 3 |
| a31oi_1 | 4 |
| dfrtp_1 | 20 |
| nor2_1 | 21 |
| nor3b_4 | 2 |
| dlymetal6s2s_1 | 3 |
| clkinv_2 | 2 |
| o22a_1 | 10 |
| clkbuf_8 | 10 |
| nand4b_1 | 3 |
| o21ai_0 | 3 |
| buf_6 | 4 |
| nor3_1 | 2 |
| or3_1 | 2 |
-- worst paths after layout --
check / start / endpoint / slack [ns] / depth (start not counted)
max reg2reg: dados[4][7] / dadoR2[7] / 0.32 / 3
max: addR2[1] / dadoR2[2] / 0.03 / 5
min in group clk0: rst / dadoR1[4] / 0.44 / 2
min: rst / dados[0][4] / 0.13 / 2
min reg2reg: dados[2][3] / dados[2][3] / 0.54 / 1
max in group asynchronous: rst / dados[3][7] / 1.15 / 3
-- layout make-up --
cell class / instances / area, sq um / share of cell area
clock inverters: 5 / 56.30 / 0.01072
inverters: 1 / 3.754 / 0.0007148
repair buffers: 102 / 908.4 / 0.1730
flip-flops and latches: 80 / 2137 / 0.4070
multi-input cells: 214 / 1838 / 0.3500
clock buffers: 11 / 141.4 / 0.02692
well taps: 133 / 166.4 / 0.03169
-- worst register-to-register path, stage by stage (launching register included) --
cell	delay [ns]
dfstp_2	0.55
mux2i_1	0.07
a211o_1	0.30
a21oi_1	0.19
-- power by group --
part / switching, uW / internal (uW)
clock network: 742 / 765
registers: 316 / 2700
logic: 472 / 744
-- kinds of logic (layout without fill, tap and decap cells) --
| logic type | Yosys count | in the layout |
|---|---|---|
| mux | 102 | 102 |
| flops | 80 | 80 |
| simple gates | 59 | 59 |
| compound gates | 53 | 53 |
| buf+inv | 21 | 119 |
-- registers in the layout, indices dropped and copies added, names as in the netlist --
signal / cells
dados: 64
dadoR1: 8
dadoR2: 8
-- stage by stage --
stage               cell area (sq um)  hold WS (ns)  setup WS, ns  power, uW  utilization
floorplan                        4088       0.02441        0.1500       3703            -
global placement                 4984        0.3317       -0.4113       4227       0.5075
detailed placement               4984        0.3343       -0.3971       4244       0.5075
CTS                              5179      -0.05221      0.003110       5762       0.5274
global route                     5251        0.1437      -0.03542       6064       0.5348
finish                           5251        0.1301       0.02719       5741       0.5348
-- per-layer routing --
metal	routed length [microns]	vias to the layer above
met3	743	8
met2	4704	118
met4	105	0
li1	-	1370
met1	5103	1559
met5	0	-
-- repair_timing --
| action | CTS | global route |
|---|---|---|
| resized | 2 | 7 |
| setup buffers | 0 | 4 |
| cloned | 0 | 0 |
| setup endpoints to repair | 2 | 12 |
| endpoints found under the hold margin | 18 | 18 |
Power and IR drop assume default switching activity.
