[flow/run.sh]
#!/bin/bash
# OpenROAD 26Q1-2900-gdf79404cd8, Yosys 0.63+post, stock flow scripts
make -C /OpenROAD-flow-scripts/flow DESIGN_CONFIG=/design/flow/config.mk WORK_HOME=/design/flow/orfs finish
[flow/config.mk]
export PLATFORM = sky130hd
export DESIGN_NAME = topPlaca
export DESIGN_NICKNAME = topPlaca
export VERILOG_FILES = /design/flow/design.v
export SDC_FILE = /design/flow/constraint.sdc
export NUM_CORES = 4
export LEC_CHECK = 1
export CORE_AREA = 10 10 70 70
export DIE_AREA = 0 0 80 80
[flow/constraint.sdc]
current_design topPlaca

set clk_period 1.0
set clk_io_pct 0.2

create_clock -name clk0 -period $clk_period

set non_clock_inputs [all_inputs -no_clocks]
set_input_delay [expr $clk_period * $clk_io_pct] -clock clk0 $non_clock_inputs
set_output_delay [expr $clk_period * $clk_io_pct] -clock clk0 [all_outputs]
[flow/design.v]
module  display7seg(dp, dado, leds);
input dp;  
input [3:0] dado;
output reg [7:0] leds;
	always @(*)
		begin
			case(dado)
			4'b0000:leds = ~(8'b00111111);  
			4'b0001:leds = ~(8'b00000110);  
			4'b0010:leds = ~(8'b01011011);  
			4'b0011:leds = ~(8'b01001111);  
			4'b0100:leds = ~(8'b01100110);  
			4'b0101:leds = ~(8'b01101101);  
			4'b0110:leds = ~(8'b01111101);  
			4'b0111:leds = ~(8'b00000111);  
			4'b1000:leds = ~(8'b01111111);  
			4'b1001:leds = ~(8'b01101111);  
			4'b1010:leds = ~(8'b01110111);  
			4'b1011:leds = ~(8'b01111100);  
			4'b1100:leds = ~(8'b01011000);  
			4'b1101:leds = ~(8'b01011110);  
			4'b1110:leds = ~(8'b01111001);  
			4'b1111:leds = ~(8'b01110001);  
			default:leds = ~(8'b11111111);  
			endcase
		end
endmodule 
module topPlaca(
				input CLK_28, 
				input [17:0] SW, 
				input [3:0] KEY,
				output [17:0] LEDR, 
				output [7:0] LEDG, 
				output [7:0] HEX0_D, 
				output [7:0] HEX1_D, 
				output [7:0] HEX2_D, 
				output [7:0] HEX3_D, 
				output [7:0] HEX4_D,  
				output [7:0] HEX5_D, 
				output [7:0] HEX6_D, 
				output [7:0] HEX7_D,
				output teste
				);
	localparam STEP=0, AUTO=1;
	assign LEDR = SW;
	wire clk, clkCPU, btStep, btRst, swModo, swDisplay;  
	wire [7:0] enderecoMemoria, pOUTPUT, pINPUT;
	wire [15:0] dadoMemoria;
	assign clkCPU = swModo == 1'b0 ? clk : btStep; 
	assign pINPUT=SW[7:0];
	assign LEDG[0]=clk;
	assign LEDG[1]=btStep;
	assign LEDG[2]=btRst;
	display7seg display0(.dp(1), .dado(SW[3:0]),     .leds(HEX0_D));
	display7seg display1(.dp(1), .dado(SW[7:4]),     .leds(HEX1_D));
	display7seg display2(.dp(1), .dado(dadoMemoria[11:8]),    .leds(HEX2_D));
	display7seg display3(.dp(1), .dado(dadoMemoria[15:12]),   .leds(HEX3_D));	
	display7seg display4(.dp(1), .dado(enderecoMemoria[3:0]), .leds(HEX4_D));
	display7seg display5(.dp(1), .dado(enderecoMemoria[7:4]), .leds(HEX5_D));
	display7seg display6(.dp(1), .dado(pOUTPUT[3:0]), 			 .leds(HEX6_D));
	display7seg display7(.dp(1), .dado(pOUTPUT[7:4]), 			 .leds(HEX7_D));
endmodule 
==> flow_results.org <==
#+TITLE: Implementation results

** Worst setup path
- STA puts the critical path data required time at approximately 0.8 ns.
- The most critical setup path has its startpoint at SW[1].
- Max fanout on the critical path was recorded as 5.
- The worst setup path is captured at an output port.
- In the setup report, the worst path falls into the class input pin to output port.
- The worst setup path is launched from an input pin.
- Worst path arrival time :: 1.22 ns

** Die
- Fp_density :: 31.2%
- Per the OpenROAD floorplan log, the area of the core is roughly 3400 µm².
- The die covers 6400 µm².
- During I/O placement, the number of pins put on the boundary was 114.
- Placement Rows :: 21
- Die Y-Extent :: 80 µm
- According to the floorplan report, the die width is 80 µm.

** STA
- From the final report, the count of setup violators was given as 14.
- The smallest clock period supported by the final layout is computed as 1.42 ns.
- The most critical hold endpoint after final layout shows a slack of 0.400 ns.
- Final hold violation count :: 0
- Max-slew violation total from the final report :: 0
- Static timing analysis puts the maximum clock frequency at 704 MHz.
- RSZ-0062 raised after global routing :: yes
- Final critical-path share of the clock period :: 142%
- The final timing report gives a worst setup slack of -0.421 ns.

** Placed design
- RD Place Congestion :: 0.818
- Post-placement cell count :: 209
- HPWL after detailed placement :: 2130 µm
- Worst setup slack before clock tree synthesis :: -1.25 ns
- The placed instances occupy a cell area of roughly 1300 µm².
- Buffers added on ports :: 30

** Global routing
- The number of antenna violations at the first check in global routing came to 0.
- Global-route total usage across every layer :: approximately 7.6%
- Pin count of the biggest net entering global routing :: 9
- Number of global-route vias before repair :: 876
- The first global-routing pass estimated around 4200 µm of wire.
- Summed over all layers, the global routing overflow is 0.

** Final layout
- Of the cells placed in the final design, the portion with a size suffix greater than 1 is 50.3%.
- Register Area :: 0 µm²
- For the completed layout, the total cell area is recorded as between 1500 and 2000 µm².
- Number of standard cells in the layout, taps in and fillers out :: 225
- The flow measured a signed area growth from synthesis to layout of 42.9%.
- Count of flip-flops and latches :: 0
- Clock tree buffer count of the final layout :: 0

** Outcome
- Outcome :: finished with violations
- Violations in the final reports :: negative setup slack

** Logic synthesis
- Sequential cells were found to cover 0% of the synthesized design area.
- The stat command in Yosys gives a chip area of 1060 µm².
- Yosys synthesis warning count :: 42
- Summed over its instances, the top area cell type makes up 55.0% of the synthesized netlist area.
- Top cells, area :: buf_4 (55%), ha_1 (14%), mux4_2 (6.3%)
- In this run the cell area of the synthesized design comes to between 1000 and 1500 µm².
- In the synthesized netlist, the number of instances is 138.
- Library cell occupying the most area in the post-synthesis netlist :: buf_4
- Number of cells in the yosys synthesis report :: 138
- Cell Type Count :: 19
- Average cell area after synthesis :: 7.72 µm²

** Drt
- N_diodes :: 0
- Starting DRT DRC Count :: 17
- Residual DRC :: 0
- The script logs the mean routed wire length per placed instance as ~12 µm.
- Via count of the routed design :: 798
- The wire length recorded after detailed routing is roughly 2800 µm.
- Post-detailed-route via-to-cell ratio :: between 3 and 4
- Initial DRT Pass Iterations :: 4
- Routed Antenna Nets :: 0

** Flow run
- In this run the maximum-capacitance check reported violations numbering 0.
- OpenROAD warning count :: 50

** Power
- Maximum resistive drop on vdd :: approximately 180 µV
- Summed over all cells, the static leakage comes to 0.794 nW.
- Cell Pwr Density :: roughly 340 nW/µm²

** Min path
- Launch point of the worst hold path :: SW[10]
- STA reports the tightest min-delay check as being of type input pin to output port.
[metal layers]
metal | vias up | wire length (µm) | track usage [%]
met4 | 0 | 0 | 0
met3 | 0 | 264 | 2.39
met2 | 45 | 1380 | 13.1
li1 | 386 | - | -
met1 | 367 | 1120 | 9.65
met5 | - | 0 | 0
[critical path, cell delays in order]
cell,delay (ns)
buf_8,0.11
buf_8,0.13
ha_1,0.19
mux4_2,0.46
buf_2,0.13
[path summary, 6_finish.rpt]
kind	to	slack (ns)	cells after the start
hold / removal	LEDR[10]	0.40	0
setup / recovery	HEX0_D[3]	-0.42	5
[cells in the final DEF, fill, tap and decap left out]
master,count
o31ai_2,1
inv_8,1
nand2_1,6
or3_4,1
o21ai_2,2
buf_8,3
buf_6,18
mux4_2,4
inv_12,1
buf_4,17
conb_1,59
a21oi_2,2
o21ai_1,4
nor2_4,2
nor2_2,2
ha_2,1
mux2i_1,4
inv_16,1
or3_1,1
o2bb2ai_2,1
inv_2,3
buf_12,4
ha_1,3
nor2_1,3
nand3_1,1
o211ai_1,1
ha_4,8
mux2i_2,1
buf_2,16
inv_6,1
dlygate4sd2_1,7
[cell type report]
class | count | area (µm²)
Timing Repair Buffer | 65 | 597
Inverter | 7 | 67.6
Multi-Input combinational cell | 107 | 800
Tap cell | 46 | 57.6
Fill cell | 313 | 1890
[per-stage QoR]
stage          util (%)  total power [mW]  setup TNS, ns
6_report           44.5             0.522          -3.55
5_1_grt            44.5             0.581          -4.07
4_1_cts            43.3             0.507          -4.83
3_5_place_dp       36.8             0.437         -20.76
3_3_place_gp       36.8             0.441         -20.72
2_1_floorplan         -             0.355         -0.188
[report_power, final]
| part | total (mW) | internal (mW) | leakage, nW | switching, mW |
|---|---|---|---|---|
| clock | 0 | 0 | 0 | 0 |
| combinational | 0.522 | 0.313 | 0.794 | 0.209 |
| sequential | 0 | 0 | 0 | 0 |
| total | 0.522 | 0.313 | 0.794 | 0.209 |
[Yosys cell counts (all sizes together)]
| cell type | n |
|---|---|
| o31ai | 1 |
| mux2i | 5 |
| ha | 12 |
| or3 | 2 |
| nand2 | 6 |
| conb | 2 |
| a21oi | 2 |
| o21ai | 6 |
| mux4 | 4 |
| o2bb2ai | 1 |
| nor2 | 7 |
| o211ai | 1 |
| nand3 | 1 |
| inv | 7 |
| buf | 81 |
[timing repair]
item                                    CTS  global route
cloned                                    0             0
pin swaps                                18            13
endpoints found under the setup margin   22            15
gates resized                           135            23
buffers inserted                         19             5
hold buffers                              0             0
[cells by family after synthesis]
| kind of cell | after synthesis | share of synthesized area (%) |
|---|---|---|
| buf+inv | 88 | 59.5 |
| simple gates | 16 | 6.23 |
| compound gates | 11 | 5.99 |
| mux | 9 | 13.5 |
| fa+ha+maj | 12 | 14.1 |
| other cells | 2 | 0.705 |
Power figures rest on the tool's default switching activity, not on a simulated workload.
