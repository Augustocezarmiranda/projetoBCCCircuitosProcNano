--- /design/flow/config.mk ---
export PLATFORM = sky130hd
export DESIGN_NAME = ula
export DESIGN_NICKNAME = ula
export VERILOG_FILES = /design/flow/design.v
export SDC_FILE = /design/flow/constraint.sdc
export NUM_CORES = 4
export LEC_CHECK = 1
export CORE_AREA = 10 10 76 76
export DIE_AREA = 0 0 86 86
--- /design/flow/constraint.sdc ---
current_design ula

set clk_period 4.1
set clk_io_pct 0.2

create_clock -name clk0 -period $clk_period

set non_clock_inputs [all_inputs -no_clocks]
set_input_delay [expr $clk_period * $clk_io_pct] -clock clk0 $non_clock_inputs
set_output_delay [expr $clk_period * $clk_io_pct] -clock clk0 [all_outputs]
--- /design/flow/design.v ---
module ula(portA, portB, op, resultado);
	input [7:0]portA;
	input [7:0]portB;
	input [2:0]op;
	output reg [7:0] resultado;
	always @(*) begin
			case (op)
				3'd0: resultado <= portA;
				3'd1: resultado <= portA + portB;
				3'd2: resultado <= portA & portB;
				3'd3: resultado <= portA | portB;
				3'd4: resultado <= portA - portB;
				3'd5: resultado <= -portA;
				3'd6: resultado <= ~portA;
				default: resultado <= 8'd0;
			endcase
			end	
endmodule 
--- /design/flow/run.sh ---
#!/bin/bash
# OpenROAD 26Q1-2900-gdf79404cd8, Yosys 0.63+post, stock flow scripts
make -C /OpenROAD-flow-scripts/flow DESIGN_CONFIG=/design/flow/config.mk WORK_HOME=/design/flow/orfs finish
==> impl_metrics.json <==
{
  "globalplace.congestion": 0.900,
  "vdd_drop_max_uv": 65.0,
  "common_cells": "ha_1, nor2_1, o21ai_0",
  "post-route-util_pct": 41.4,
  "final-hold-violation-count": 0,
  "wl_met3_microns": 166,
  "flops": 0,
  "io_pins": 27,
  "postRouteWirelength_microns": 3500,
  "yosys_area_sq_um": 1020,
  "start_kind": "primary input",
  "seq_area_frac_synth_pct": 0,
  "dp.cells": 251,
  "layout.cells.non_filler": 260,
  "dieWidth_microns": 86,
  "finalSetupViolCount": 0,
  "first_pass_iters": 4,
  "fin_ws_ps": 26.4,
  "die_area_sq_um": 7400,
  "grt.overflow.total": 0,
  "crit_required_ps": 3280,
  "grt_max_degree": 24,
  "critPathKind": "primary input to primary output",
  "pre_cts_ws_ps": -410,
  "syn-cell-area_sq_um": 1020,
  "wl_per_cell_microns": 13.5,
  "grt_pass1_vias": 1259,
  "core_sq_um": 4120,
  "dieHeight_microns": 86,
  "setup_tns_ps": 0,
  "fp-utilization_pct": 24.8,
  "synth_warnings": 1,
  "wl_met2_microns": 1660,
  "critPathArrivalTime_ps": 3250,
  "syn_inst": 152,
  "grt_usage_pct": 9.22,
  "openroad.warnings": 36,
  "wl_met1_microns": 1680,
  "drv_slew": 0,
  "grt_pass1_wl_microns": 5900,
  "register_area_sq_um": 0,
  "yosysTopAreaCellShare_pct": 13.5,
  "fillers": 408,
  "ys_cells": 152,
  "finalClockPeriodUsage_pct": 99.4,
  "worst_pin_slew_ps": 331,
  "power-per-cell-area_nw_per_um2": 144,
  "clkbuf_count": 0,
  "top_layer_used": "met3",
  "hold_class": "primary input to primary output",
  "path_max_fanout": 4,
  "via_count": 1336,
  "drt_iter0_markers": 68,
  "largest_area_cell": "ha_1",
  "topCellsByArea": "ha_1, xor2_1, xnor2_1, o21ai_0, o211ai_1",
  "core.rowCount": 23,
  "synth_cell_types": 43,
  "slew_headroom_pct": 77.7,
  "dp_hpwl_microns": 2770,
  "fin_hold_ws_ps": 2270,
  "drive_above_1_share_pct": 31.0,
  "final-comb-area_sq_um": 1070,
  "static-leakage-power_nw": 0.718,
  "antenna_found_initial": 0,
  "status": "completed",
  "avgSynthCellArea_sq_um": 6.72,
  "ctsHoldBuffers": 0,
  "drc": 0,
  "antennaDiodeCount": 0,
  "fin_area_sq_um": 1710,
  "port-buffer-count": 27,
  "ant_nets": 0,
  "rsz0062_at_grt": "true",
  "worst_setup_path_end_kind": "primary output",
  "clock.fmax_mhz": 245,
  "max-cap-violations": 0,
  "via_per_inst": 5.14,
  "area_delta_synth_final_pct": 67.0,
  "period_minus_slack_ps": 4070,
  "total_power_mw": 0.245,
  "dpl_cell_area_sq_um": 1550
}
[cells in the final DEF (no fill, tap or decap), types with 3 or more instances in the layout]
cell type,n
a21o_1,3
a21oi_1,7
a31oi_1,5
buf_2,3
buf_4,39
clkdlybuf4s50_1,18
ha_1,8
inv_1,3
inv_2,5
mux2i_1,3
nand2_1,9
nand2b_1,4
nor2_1,11
nor3_1,6
o211ai_1,6
o21a_1,4
o21ai_0,10
o21ai_1,7
o22ai_1,3
xnor2_1,7
xor2_1,7
[repair_timing]
| action | 4_1_cts | 5_1_grt |
|---|---|---|
| setup endpoints to repair | 7 | 3 |
| endpoints found under the hold margin | 0 | 0 |
| gates resized | 31 | 15 |
| pin swaps | 9 | 12 |
| setup buffers | 6 | 3 |
| gates cloned | 0 | 0 |
[path summary, 6_finish.rpt]
kind                  startpoint           end  slack, ps  depth (start not counted)
worst min-delay path       op[0]  resultado[2]       2270                          6
worst max-delay path    portB[4]  resultado[7]         30                         12
[cell type report]
class / instances / share of cell area, %
Multi-Input combinational cell: 136 / 62.5
Tap cell: 50 / 3.67
Timing Repair Buffer: 66 / 32.1
Inverter: 8 / 1.76
[critical path, cell delays in order]
cell and delay (ps):
clkdlybuf4s50_1 420, buf_4 170, nor3_4 160, a31oi_2 120, xnor2_1 140, ha_1 320
o21ai_0 160, nor2_1 70, a2bb2oi_2 130, xnor2_1 120, o21ai_1 120, clkdlybuf4s50_1 490
[where the power goes]
group | switching, mW | leakage, nW | internal (mW) | total [mW]
sequential | 0 | 0 | 0 | 0
combinational | 0.110 | 0.718 | 0.135 | 0.245
clock | 0 | 0 | 0 | 0
[per-layer routing]
layer	GRT usage, %	vias up
met1	13.3	608
met4	0.449	0
met2	15.1	32
li1	-	696
met5	0	-
met3	0.858	0
[cell families after synthesis]
logic type / synth area share [%]
AND-OR/OR-AND: 40.4
XOR/XNOR: 12.9
buffers and inverters: 6.13
adder cells (fa/ha/maj): 15.4
AND/OR/NAND/NOR: 21.2
multiplexers: 3.92
Power is estimated from default activity; no workload was simulated.
